==> ./design.v <==
`timescale 1ns / 1ps
module Memory #(
  parameter RAM_WIDTH = 18,                        
  parameter RAM_DEPTH = 1024,                      
  parameter INIT_FILE = "",                        
  parameter RAM_PERFORMANCE = "HIGH_PERFORMANCE",   
  parameter HEX = 1
) (
  input [clogb2(RAM_DEPTH)-1:0] addra,  
  input [clogb2(RAM_DEPTH)-1:0] addrb,  
  input [RAM_WIDTH-1:0] dina,           
  input clka,                           
  input clkb,                           
  input wea,                            
  input enb,                            
  input rstb,                           
  input regceb,                         
  input [7:0]nent_i0,                    
  input nent_we0,                        
  output [7:0]nent_o0,                   
  input [7:0]nent_i1,                    
  input nent_we1,                        
  output [7:0]nent_o1,                   
  input [7:0]nent_i2,                    
  input nent_we2,                        
  output [7:0]nent_o2,                   
  input [7:0]nent_i3,                    
  input nent_we3,                        
  output [7:0]nent_o3,                   
  input [7:0]nent_i4,                    
  input nent_we4,                        
  output [7:0]nent_o4,                   
  input [7:0]nent_i5,                    
  input nent_we5,                        
  output [7:0]nent_o5,                   
  input [7:0]nent_i6,                    
  input nent_we6,                        
  output [7:0]nent_o6,                   
  input [7:0]nent_i7,                    
  input nent_we7,                        
  output [7:0]nent_o7,                   
  output [RAM_WIDTH-1:0] doutb          
);
  (* ram_style = "block" *) reg [RAM_WIDTH-1:0] BRAM [RAM_DEPTH-1:0];
  reg [RAM_WIDTH-1:0] ram_data = {RAM_WIDTH{1'b0}};
  reg [7:0] nent[7:0];
  generate
    if (INIT_FILE != "") begin: use_init_file
      initial
        if (HEX)
            $readmemh(INIT_FILE, BRAM, 0, RAM_DEPTH-1);
        else
            $readmemb(INIT_FILE, BRAM, 0, RAM_DEPTH-1);
    end else begin: init_bram_to_zero
      integer ram_index;
      initial
        for (ram_index = 0; ram_index < RAM_DEPTH; ram_index = ram_index + 1)
          BRAM[ram_index] = {RAM_WIDTH{1'b0}};
    end
  endgenerate
  always @(posedge clka) begin
    if (wea)
    begin
      BRAM[addra] <= dina;
    end
    if (nent_we0)
      nent[0] <= nent_i0;
    if (nent_we1)
      nent[1] <= nent_i1;
    if (nent_we2)
      nent[2] <= nent_i2;
    if (nent_we3)
      nent[3] <= nent_i3;
    if (nent_we4)
      nent[4] <= nent_i4;
    if (nent_we5)
      nent[5] <= nent_i5;
    if (nent_we6)
      nent[6] <= nent_i6;
    if (nent_we7)
      nent[7] <= nent_i7;
  end
  always @(posedge clkb)
    if (enb)
    begin
      ram_data <= BRAM[addrb];
    end
  assign nent_o0 = nent[0];
  assign nent_o1 = nent[1];
  assign nent_o2 = nent[2];
  assign nent_o3 = nent[3];
  assign nent_o4 = nent[4];
  assign nent_o5 = nent[5];
  assign nent_o6 = nent[6];
  assign nent_o7 = nent[7];
  generate
    if (RAM_PERFORMANCE == "LOW_LATENCY") begin: no_output_register
       assign doutb = ram_data;
    end else begin: output_register
      reg [RAM_WIDTH-1:0] doutb_reg = {RAM_WIDTH{1'b0}};
      always @(posedge clkb)
        if (rstb)
          doutb_reg <= {RAM_WIDTH{1'b0}};
        else if (regceb)
          doutb_reg <= ram_data;
      assign doutb = doutb_reg;
    end
  endgenerate
  function integer clogb2;
    input integer depth;
      for (clogb2=0; depth>1; clogb2=clogb2+1)
        depth = depth >> 1;
  endfunction
endmodule
==> ./run.sh <==
#!/bin/bash
# OpenROAD 26Q1-2900-gdf79404cd8, Yosys 0.63+post, stock flow scripts
make -C /OpenROAD-flow-scripts/flow DESIGN_CONFIG=/design/flow/config.mk WORK_HOME=/design/flow/orfs finish
==> ./config.mk <==
export PLATFORM = sky130hd
export DESIGN_NAME = Memory
export DESIGN_NICKNAME = Memory
export VERILOG_FILES = /design/flow/design.v
export SDC_FILE = /design/flow/constraint.sdc
export NUM_CORES = 4
export LEC_CHECK = 1
export CORE_UTILIZATION = 30
export SYNTH_MEMORY_MAX_BITS = 65536
==> ./constraint.sdc <==
current_design Memory

set clk_period 5.2
set clk_io_pct 0.2

create_clock -name clk0 -period $clk_period [get_ports {clka}]
create_clock -name clk1 -period $clk_period [get_ports {clkb}]

set non_clock_inputs [all_inputs -no_clocks]
set_input_delay [expr $clk_period * $clk_io_pct] -clock clk0 $non_clock_inputs
set_output_delay [expr $clk_period * $clk_io_pct] -clock clk0 [all_outputs]
==> impl_metrics.env <==
# flow metrics
export IMPL_port_buffers=196
export IMPL_fp_util_pct=30.1
export IMPL_cts_sinks=18500
export IMPL_slew_violations=0
export IMPL_drc_errors=0
export IMPL_async_reset_ff_share_pct=0
export IMPL_area_growth_pct=18.7
export IMPL_outcome="complete, but fails checks"
export IMPL_critPathMaxFanout=2
export IMPL_p_int_mw=243
export IMPL_track_usage_pct=21.2
export IMPL_synth_flops=18500
export IMPL_power_frac_seq_pct=52.6
export IMPL_finalSetupViolations=7
export IMPL_worst_pin_slew_ns=1.48
export IMPL_top_register="BRAM"
export IMPL_drv_cap=0
export IMPL_ant_nets=0
export IMPL_peakVddDrop_uv=364
export IMPL_required_ns=5.39
export IMPL_power_mw=313
export IMPL_combPwrFrac_pct=6.1
export IMPL_ios=198
export IMPL_grt_pass1_vias=398000
export IMPL_yosysCellCount=32300
export IMPL_violations="negative setup slack"
export IMPL_rsz0062_at_grt="yes"
export IMPL_yosys_most_used_dff="edfxtp_1"
export IMPL_warning_count=234
export IMPL_critical_path_class="register to register"
export IMPL_yosysSeqAreaShare_pct=77.8
export IMPL_cp_data_arrival_time_ns=5.67
export IMPL_grt_overflow=0
export IMPL_core_um2=2380000
export IMPL_largest_register_ffs=18400
export IMPL_worst_setup_path_start_kind="register"
export IMPL_globalplace_congestion=0.945
export IMPL_antenna_found_initial=257
export IMPL_drt_wl_total_um=2390000
export IMPL_ys_warn_count=2
export IMPL_final_cells=69900
export IMPL_ys_types=98
export IMPL_p_sw_mw=69.8
export IMPL_switching_share_pct=22.3
export IMPL_syn_inst=32300
export IMPL_drt_iter0_markers=26000
export IMPL_syn_avg_cell_area_um2=22.2
export IMPL_cts_tree="done"
export IMPL_vias=363000
export IMPL_worst_setup_path_end_kind="register"
export IMPL_hold_path_class="input port to register"
export IMPL_slew_headroom_pct=1.19
export IMPL_ys_area_um2=715000
export IMPL_fin_setup_tns_ns=-0.543
export IMPL_first_pass_iters=7
export IMPL_syn_cell_area_um2=715000
export IMPL_drt_wirelength_per_cell_um=34.1
export IMPL_hold_worst_slack_ns=0.119
export IMPL_fp_dieH_um=1550
export IMPL_hpwl_um=1540000
export IMPL_rows=566
export IMPL_edf_count=18500
export IMPL_clkPwrFrac_pct=41.4
export IMPL_hold_viol_final=0
export IMPL_top_regs="BRAM: 18432 flops, nent: 64 flops"
export IMPL_die_w_um=1550
export IMPL_vias_per_cell=5.20
export IMPL_design_area_um2=849000
export IMPL_layout_drive_gt1_share_pct=31.6
export IMPL_powerDensity_nw_per_um2=369
export IMPL_fin_ws_ns=-0.285
export IMPL_grt_pass1_wl_um=3230000
export IMPL_place_area_um2=787000
export IMPL_grt_max_degree=144
export IMPL_dp_cells=65900
export IMPL_p_leak_nw=266
export IMPL_fin_skew_ns=0.0144
export IMPL_die_area_um2=2390000
export IMPL_clk_pin_slew_ns=0.14
## synth_stat cells, types with 18 or more instances
master     count  area (um2)
buf_4        249        1870
clkbuf_8      33         454
buf_2        499        2500
a22oi_1      297        2230
nand2_1      879        3300
o311ai_0      18         158
buf_6        292        3290
mux2i_1     1738       17400
mux2_2        58         653
a211oi_1      61         458
a221oi_1      80         701
mux4_1       112        2940
buf_1        123         462
a311o_1       20         200
mux4_2      4019       90500
clkbuf_1     509        1910
and3_1        59         369
or3_1         18         113
o211ai_1      64         480
buf_8        178        2670
a2111oi_0     39         342
nor2b_1       27         169
buf_12        69        1380
dfxtp_1       18         360
a21oi_1      557        2790
a31oi_1      136         851
o31ai_1       19         143
and2_1        25         156
nor2_1      1310        4920
o21ai_0      303        1520
a32oi_1       31         272
nor4_1        68         425
nand3_1      238        1190
nor3_1       176         881
edfxtp_1   18500      556000
o22ai_1      515        3220
a311oi_1      30         263
a21o_1        25         188
or4_1         29         218
nand4_1       76         475
a22o_1        40         350
o221ai_1     484        4240
## stage by stage
| stage | util [%] | worst slack [ns] |
|---|---|---|
| after floorplan | - | 0.995 |
| after CTS | 35.6 | -0.222 |
| final | 35.7 | -0.285 |
| after detailed placement | 33.1 | -1.36 |
| after global placement | 33.1 | -1.81 |
| after global routing | 35.7 | -0.363 |
## metal layers
metal / vias up / wire [um] / track usage (%)
met5: - / 15000 / 5.57
met1: 181000 / 607000 / 17.4
li1: 146000 / - / -
met3: 4995 / 577000 / 23.5
met4: 346 / 155000 / 10.8
met2: 31200 / 1030000 / 29.1
## power groups by stage
stage | sequential (mW) | combinational, mW | clock (mW)
final | 165 | 19.1 | 130
after global routing | 165 | 19.8 | 136
after CTS | 165 | 18.6 | 131
## critical path: stages (launching register included)
cell and delay, ns:
edfxtp_1 0.37, mux4_2 0.46, a22o_1 0.28, a221oi_4 0.39, buf_6 0.20, o32ai_4 0.12, o211ai_1 1.01, clkbuf_16 0.32
a311o_2 0.25, o31ai_4 0.11, or4_4 0.53
## cell families after synthesis
group	count (synthesis)	synth area share, %
AND-OR/OR-AND	2865	2.76
multiplexers	5927	15.6
buffers and inverters	1973	2.05
flip-flops	18500	77.8
AND/OR/NAND/NOR	2972	1.78
## final timing paths
path | cells after the start | slack [ns] | endpoint | startpoint
min | 1 | 0.12 | BRAM[418][11] | dina[11]
min in group clk1 | 2 | 0.51 | output_register.doutb_reg[9] | output_register.doutb_reg[9]
max reg2reg | 10 | -0.29 | ram_data[12] | BRAM[958][12]
max in group clk0 | 1 | 1.33 | nent_o4[0] | nent[4][0]
max | 10 | -0.29 | ram_data[12] | BRAM[958][12]
min reg2reg | 2 | 0.51 | output_register.doutb_reg[9] | output_register.doutb_reg[9]
## final cells by class
class	instances	area [um2]
clock buffers	2226	47500
inverters	7	63.8
diodes	442	1110
clock inverters	1117	10700
well taps	31500	39400
multi-input cells	11800	149000
flip-flops and latches	18500	556000
repair buffers	4238	44900
fillers	211000	1530000
## cells in the final DEF (no fill, tap or decap), types with 139 or more instances in the layout
| cell | count |
|---|---|
| nor2_2 | 1011 |
| o21ai_0 | 279 |
| edfxtp_1 | 18500 |
| diode_2 | 442 |
| a21oi_1 | 546 |
| nor3_1 | 139 |
| clkbuf_16 | 1847 |
| mux2i_1 | 1733 |
| o221ai_1 | 483 |
| nor2_1 | 272 |
| buf_4 | 2997 |
| clkinv_1 | 440 |
| buf_12 | 920 |
| mux4_2 | 4020 |
| clkdlybuf4s50_1 | 166 |
| a22oi_1 | 296 |
| bufinv_16 | 154 |
| clkinv_2 | 353 |
| o22ai_1 | 509 |
| nand3_1 | 209 |
| clkbuf_1 | 387 |
| nand2_1 | 819 |
## repair_timing
item	CTS	global route
endpoints found under the setup margin	18	18
setup buffers	13	44
endpoints found under the hold margin	317	0
gates resized	89	68
hold buffers	76	0
cloned	3	7
pin swaps	14	19
Power and IR drop assume default switching activity.
