### ./design.v
`timescale 1ns / 1ps
module MemoryBinned #(
  parameter RAM_WIDTH = 14,                        
  parameter RAM_DEPTH = 512,                      
  parameter INIT_FILE = "",                        
  parameter RAM_PERFORMANCE = "HIGH_PERFORMANCE",   
  parameter HEX = 1
) (
  input [clogb2(RAM_DEPTH)-1:0] addra,  
  input [clogb2(RAM_DEPTH)-1:0] addrb,  
  input [RAM_WIDTH-1:0] 	dina,  
  input 			clka,  
  input 			clkb,  
  input 			wea,  
  input 			enb,  
  input 			rstb,  
  input 			regceb,  
  input [3:0] 			nent_0_i0,  
  input 			nent_0_we0,  
  output [3:0] 			nent_0_o0,  
  input [3:0] 			nent_0_i1,  
  input 			nent_0_we1,  
  output [3:0] 			nent_0_o1,  
  input [3:0] 			nent_0_i2,  
  input 			nent_0_we2,  
  output [3:0] 			nent_0_o2,  
  input [3:0] 			nent_0_i3,  
  input 			nent_0_we3,  
  output [3:0] 			nent_0_o3,  
  input [3:0] 			nent_0_i4,  
  input 			nent_0_we4,  
  output [3:0] 			nent_0_o4,  
  input [3:0] 			nent_0_i5,  
  input 			nent_0_we5,  
  output [3:0] 			nent_0_o5,  
  input [3:0] 			nent_0_i6,  
  input 			nent_0_we6,  
  output [3:0] 			nent_0_o6,  
  input [3:0] 			nent_0_i7,  
  input 			nent_0_we7,  
  output [3:0] 			nent_0_o7,  
  input [3:0] 			nent_1_i0,  
  input 			nent_1_we0,  
  output [3:0] 			nent_1_o0,  
  input [3:0] 			nent_1_i1,  
  input 			nent_1_we1,  
  output [3:0] 			nent_1_o1,  
  input [3:0] 			nent_1_i2,  
  input 			nent_1_we2,  
  output [3:0] 			nent_1_o2,  
  input [3:0] 			nent_1_i3,  
  input 			nent_1_we3,  
  output [3:0] 			nent_1_o3,  
  input [3:0] 			nent_1_i4,  
  input 			nent_1_we4,  
  output [3:0] 			nent_1_o4,  
  input [3:0] 			nent_1_i5,  
  input 			nent_1_we5,  
  output [3:0] 			nent_1_o5,  
  input [3:0] 			nent_1_i6,  
  input 			nent_1_we6,  
  output [3:0] 			nent_1_o6,  
  input [3:0] 			nent_1_i7,  
  input 			nent_1_we7,  
  output [3:0] 			nent_1_o7,  
  input [3:0] 			nent_2_i0,  
  input 			nent_2_we0,  
  output [3:0] 			nent_2_o0,  
  input [3:0] 			nent_2_i1,  
  input 			nent_2_we1,  
  output [3:0] 			nent_2_o1,  
  input [3:0] 			nent_2_i2,  
  input 			nent_2_we2,  
  output [3:0] 			nent_2_o2,  
  input [3:0] 			nent_2_i3,  
  input 			nent_2_we3,  
  output [3:0] 			nent_2_o3,  
  input [3:0] 			nent_2_i4,  
  input 			nent_2_we4,  
  output [3:0] 			nent_2_o4,  
  input [3:0] 			nent_2_i5,  
  input 			nent_2_we5,  
  output [3:0] 			nent_2_o5,  
  input [3:0] 			nent_2_i6,  
  input 			nent_2_we6,  
  output [3:0] 			nent_2_o6,  
  input [3:0] 			nent_2_i7,  
  input 			nent_2_we7,  
  output [3:0] 			nent_2_o7,  
  input [3:0] 			nent_3_i0,  
  input 			nent_3_we0,  
  output [3:0] 			nent_3_o0,  
  input [3:0] 			nent_3_i1,  
  input 			nent_3_we1,  
  output [3:0] 			nent_3_o1,  
  input [3:0] 			nent_3_i2,  
  input 			nent_3_we2,  
  output [3:0] 			nent_3_o2,  
  input [3:0] 			nent_3_i3,  
  input 			nent_3_we3,  
  output [3:0] 			nent_3_o3,  
  input [3:0] 			nent_3_i4,  
  input 			nent_3_we4,  
  output [3:0] 			nent_3_o4,  
  input [3:0] 			nent_3_i5,  
  input 			nent_3_we5,  
  output [3:0] 			nent_3_o5,  
  input [3:0] 			nent_3_i6,  
  input 			nent_3_we6,  
  output [3:0] 			nent_3_o6,  
  input [3:0] 			nent_3_i7,  
  input 			nent_3_we7,  
  output [3:0] 			nent_3_o7,  
  output [RAM_WIDTH-1:0] 	doutb          
);
  (* ram_style = "block" *) reg [RAM_WIDTH-1:0] BRAM [RAM_DEPTH-1:0];
  reg [RAM_WIDTH-1:0] ram_data = {RAM_WIDTH{1'b0}};
  reg [7:0] nent_0[7:0];
  reg [7:0] nent_1[7:0];
  reg [7:0] nent_2[7:0];
  reg [7:0] nent_3[7:0];
  generate
    if (INIT_FILE != "") begin: use_init_file
      initial
        if (HEX)
            $readmemh(INIT_FILE, BRAM, 0, RAM_DEPTH-1);
        else
            $readmemb(INIT_FILE, BRAM, 0, RAM_DEPTH-1);
    end else begin: init_bram_to_zero
      integer ram_index;
      initial
        for (ram_index = 0; ram_index < RAM_DEPTH; ram_index = ram_index + 1)
          BRAM[ram_index] = {RAM_WIDTH{1'b0}};
    end
  endgenerate
  always @(posedge clka) begin
     if (wea)
       begin
	  BRAM[addra] <= dina;
       end
     if (nent_0_we0)
       nent_0[0] <= nent_0_i0;
     if (nent_0_we1)
       nent_0[1] <= nent_0_i1;
     if (nent_0_we2)
       nent_0[2] <= nent_0_i2;
     if (nent_0_we3)
       nent_0[3] <= nent_0_i3;
     if (nent_0_we4)
       nent_0[4] <= nent_0_i4;
     if (nent_0_we5)
       nent_0[5] <= nent_0_i5;
     if (nent_0_we6)
       nent_0[6] <= nent_0_i6;
     if (nent_0_we7)
       nent_0[7] <= nent_0_i7;
     if (nent_1_we0)
       nent_1[0] <= nent_1_i0;
     if (nent_1_we1)
       nent_1[1] <= nent_1_i1;
     if (nent_1_we2)
       nent_1[2] <= nent_1_i2;
     if (nent_1_we3)
       nent_1[3] <= nent_1_i3;
     if (nent_1_we4)
       nent_1[4] <= nent_1_i4;
     if (nent_1_we5)
       nent_1[5] <= nent_1_i5;
     if (nent_1_we6)
       nent_1[6] <= nent_1_i6;
     if (nent_1_we7)
       nent_1[7] <= nent_1_i7;
     if (nent_2_we0)
       nent_2[0] <= nent_2_i0;
    if (nent_2_we1)
      nent_2[1] <= nent_2_i1;
    if (nent_2_we2)
      nent_2[2] <= nent_2_i2;
    if (nent_2_we3)
      nent_2[3] <= nent_2_i3;
    if (nent_2_we4)
      nent_2[4] <= nent_2_i4;
    if (nent_2_we5)
      nent_2[5] <= nent_2_i5;
    if (nent_2_we6)
      nent_2[6] <= nent_2_i6;
    if (nent_2_we7)
      nent_2[7] <= nent_2_i7;
     if (nent_3_we0)
       nent_3[0] <= nent_3_i0;
    if (nent_3_we1)
      nent_3[1] <= nent_3_i1;
    if (nent_3_we2)
      nent_3[2] <= nent_3_i2;
    if (nent_3_we3)
      nent_3[3] <= nent_3_i3;
    if (nent_3_we4)
      nent_3[4] <= nent_3_i4;
    if (nent_3_we5)
      nent_3[5] <= nent_3_i5;
    if (nent_3_we6)
      nent_3[6] <= nent_3_i6;
    if (nent_3_we7)
      nent_3[7] <= nent_3_i7;
  end
   always @(posedge clkb)
     if (enb)
       begin
	  ram_data <= BRAM[addrb];
       end
   assign nent_0_o0 = nent_0[0];
   assign nent_0_o1 = nent_0[1];
   assign nent_0_o2 = nent_0[2];
   assign nent_0_o3 = nent_0[3];
   assign nent_0_o4 = nent_0[4];
   assign nent_0_o5 = nent_0[5];
   assign nent_0_o6 = nent_0[6];
   assign nent_0_o7 = nent_0[7];
   assign nent_1_o0 = nent_1[0];
   assign nent_1_o1 = nent_1[1];
   assign nent_1_o2 = nent_1[2];
   assign nent_1_o3 = nent_1[3];
   assign nent_1_o4 = nent_1[4];
   assign nent_1_o5 = nent_1[5];
   assign nent_1_o6 = nent_1[6];
   assign nent_1_o7 = nent_1[7];
   assign nent_2_o0 = nent_2[0];
   assign nent_2_o1 = nent_2[1];
   assign nent_2_o2 = nent_2[2];
   assign nent_2_o3 = nent_2[3];
   assign nent_2_o4 = nent_2[4];
   assign nent_2_o5 = nent_2[5];
   assign nent_2_o6 = nent_2[6];
   assign nent_2_o7 = nent_2[7];
   assign nent_3_o0 = nent_3[0];
   assign nent_3_o1 = nent_3[1];
   assign nent_3_o2 = nent_3[2];
   assign nent_3_o3 = nent_3[3];
   assign nent_3_o4 = nent_3[4];
   assign nent_3_o5 = nent_3[5];
   assign nent_3_o6 = nent_3[6];
   assign nent_3_o7 = nent_3[7];
  generate
    if (RAM_PERFORMANCE == "LOW_LATENCY") begin: no_output_register
       assign doutb = ram_data;
    end else begin: output_register
      reg [RAM_WIDTH-1:0] doutb_reg = {RAM_WIDTH{1'b0}};
      always @(posedge clkb)
        if (rstb)
          doutb_reg <= {RAM_WIDTH{1'b0}};
        else if (regceb)
          doutb_reg <= ram_data;
      assign doutb = doutb_reg;
    end
  endgenerate
  function integer clogb2;
    input integer depth;
      for (clogb2=0; depth>1; clogb2=clogb2+1)
        depth = depth >> 1;
  endfunction
endmodule
### ./run.sh
#!/bin/bash
# OpenROAD 26Q1-2900-gdf79404cd8, Yosys 0.63+post, stock flow scripts
make -C /OpenROAD-flow-scripts/flow DESIGN_CONFIG=/design/flow/config.mk WORK_HOME=/design/flow/orfs finish
### ./config.mk
export PLATFORM = sky130hd
export DESIGN_NAME = MemoryBinned
export DESIGN_NICKNAME = MemoryBinned
export VERILOG_FILES = /design/flow/design.v
export SDC_FILE = /design/flow/constraint.sdc
export NUM_CORES = 4
export LEC_CHECK = 1
export CORE_UTILIZATION = 40
export SYNTH_MEMORY_MAX_BITS = 65536
### ./constraint.sdc
current_design MemoryBinned

set clk_period 4.2
set clk_io_pct 0.2

create_clock -name clk0 -period $clk_period [get_ports {clka}]
create_clock -name clk1 -period $clk_period [get_ports {clkb}]

set non_clock_inputs [all_inputs -no_clocks]
set_input_delay [expr $clk_period * $clk_io_pct] -clock clk0 $non_clock_inputs
set_output_delay [expr $clk_period * $clk_io_pct] -clock clk0 [all_outputs]
==> impl_metrics.yaml <==
# implementation run metrics
yosys:
  synth-seq-cells: 7324
  synth_top_cell_by_count: "edfxtp_1"
  ys.flop_type: "edfxtp_1"
  ys_chip_area_sq_um: 284000
  top_cells_by_area: "edfxtp_1 77%, mux4_2 8.8%, mux2i_1 4.8%, o221ai_1 1.5%, nor2_1 0.90%"
  synth_seq_share: 0.774
  netlist_instances: 13900
  synth_area_sq_um: 284000
  ys_cells: 13900
  synth.avg_cell_area_sq_um: 20.4
  top_cells_by_count: "7310 x edfxtp_1, 1371 x mux2i_1, 1111 x mux4_2, 679 x nor2_1, 500 x o221ai_1"
  yosys.area.top_type: "edfxtp_1"
  yosysUniqueCellTypes: 84
  synth-edff-count: 7310
  synth_top_area_share: 0.773
  async_flop_share: 0
  yosysWarnings: 5
drt:
  wl_met3_microns: 162000
  drcViolationCount: 0
  first_pass_iters: 26
  ant_nets: 0
  wl_met1_microns: 260000
  top_layer: "met5"
  wire_per_inst_microns: 32.4
  finalWirelength_microns: 840000
  viasPerCell: 5.75
  vias: 149000
  drtIter0Drc: 11000
  wl_met2_microns: 375000
sta:
  maxSlewViolCount: 0
  finalWorstSetupSlack_ns: -0.125
  hold_ws_ns: 0.112
  rsz0062_at_grt: "true"
  tightest_slew_ns: 1.11
  finalSetupViolCount: 2
  skew_ns: 0.0371
  relSlewSlack: 0.254
  hold_viol: 0
final_layout:
  stdcell_area_sq_um: 335000
  drive_above_1_share: 0.251
  largest_register_ff_count: 7168
  regMostFlops: "BRAM"
  area_growth_pct: 18.1
power:
  leakagePower_nw: 110
  total_power_mw: 152
  power_density_nw_per_um2: 453
  worst_ir_drop_vdd_mv: 0.488
critical_path:
  cp.arrival_ns: 4.44
  end_kind: "register"
  startpoint_type: "input pin"
  critPathSlowestCell: "nand4_1"
  path_cells: "buf_16 > buf_8 > buf_16 > buf_4 > mux4_2 > a31oi_1 > o21ai_1 > nand4_1 > buf_4 > nand4_1 > buf_4 > and4_1"
  crit_type: "in -> reg"
  cp_slowest_stage_delay_ns: 0.63
  crit_required_ns: 4.31
  cp_max_fo: 13
  cp_common_cell: "buf_4"
clock_network:
  cts_tree: "done"
  clk_pin_slew_worst_paths_ns: 0.12
  cts.sinks: 7324
global_routing:
  grt_pass1_wl_microns: 1180000
  grt_pass1_vias: 158000
  grt_usage: 0.256
  grt_max_degree: 110
  antenna_found_initial: 31
  overflow: 0
job:
  tool_warnings: 52
  drv_cap: 0
floorplanning:
  io_pins: 340
  fp_util: 0.401
  rows: 309
  die-area_sq_um: 713000
  die_h_microns: 844
  die_x_microns: 844
  core_sq_um: 708000
place:
  post_dp_cell_area_sq_um: 312000
  port_buffers: 338
  gp_congestion: 0.956
  dpl.hpwl_microns: 541000
outcome:
  status: "finished, violations left"
  violations: "negative setup slack"
worst_hold_path:
  hp-class: "in -> reg"
-- where the power goes --
group	leakage (nW)	internal, mW	switching, mW
sequential	65.9	80.6	0.141
clock	11.0	34.7	27.6
combinational	32.7	3.27	5.73
-- final timing paths --
| check | start | end | slack [ns] | cells after the start |
|---|---|---|---|---|
| setup / recovery | addrb[0] | ram_data[2] | -0.12 | 12 |
| hold / removal | dina[10] | BRAM[170][10] | 0.11 | 1 |
| setup reg to reg | BRAM[251][2] | ram_data[2] | 0.11 | 9 |
| hold reg to reg | output_register.doutb_reg[1] | output_register.doutb_reg[1] | 0.50 | 2 |
| max in group clk0 | nent_0[4][0] | nent_0_o4[0] | 1.40 | 1 |
| min in group clk1 | output_register.doutb_reg[1] | output_register.doutb_reg[1] | 0.50 | 2 |
-- cell families after synthesis --
logic type | count (synthesis) | share of synthesized area
mux | 2548 | 0.140
flops | 7324 | 0.774
simple gates | 1382 | 0.0217
compound gates | 1769 | 0.0436
buf+inv | 874 | 0.0205
-- worst max-delay path: cells and delay by family --
family | cells | cell delay, ns
buffers and inverters | 6 | 1.42
and+or+nand+nor | 3 | 1.20
muxes | 1 | 0.52
AOI/OAI and AO/OA | 2 | 0.38
-- final cells by class --
| class | count | area, sq um |
|---|---|---|
| diodes | 44 | 110 |
| clock buffers | 904 | 19200 |
| clock inverters | 408 | 3350 |
| fillers | 57300 | 372000 |
| inverters | 3 | 33.8 |
| multi-input cells | 5699 | 59000 |
| flip-flops and latches | 7324 | 220000 |
| well taps | 9330 | 11700 |
| repair buffers | 2200 | 22200 |
-- cells in the final DEF (no fill, tap or decap), drive strengths merged, types with 26 or more instances in the layout --
cell type / n
nand3: 102
nand2: 249
buf: 1870
mux2i: 1371
a2111oi: 26
nor3: 125
o221ai: 505
a21oi: 321
nand4: 43
a211oi: 57
inv: 34
clkdlybuf4s50: 315
clkinv: 330
diode: 44
mux2: 49
o21ai: 184
bufinv: 37
nor4: 29
nor2: 679
o22ai: 373
and2: 48
a31oi: 61
a22oi: 60
edfxtp: 7310
mux4: 1128
clkbuf: 913
-- through the flow --
stage / std cells / TNS [ns] / util / setup slack (ns)
floorplan: 13900 / 0 / - / 1.08
global placement: 24500 / -7.31 / 0.441 / -0.850
detailed placement: 24500 / -7.14 / 0.441 / -0.835
CTS: 25900 / 0 / 0.473 / 0.000309
global route: 25900 / -0.226 / 0.474 / -0.164
finish: 25900 / -0.151 / 0.474 / -0.125
-- layer usage --
layer  GRT usage  up-vias
met5      0.0251        -
met4      0.0926       58
met3       0.214     1699
met2       0.356     9814
met1       0.299    74800
li1            -    62600
-- timing repair --
| item | in CTS | in global routing |
|---|---|---|
| hold buffers | 0 | 0 |
| endpoints found under the setup margin | 13 | 11 |
| pin swaps | 3 | 18 |
| resized | 27 | 96 |
| endpoints found under the hold margin | 0 | 0 |
| setup buffers | 6 | 6 |
| cloned | 5 | 7 |
Power is estimated from default activity; no workload was simulated.
